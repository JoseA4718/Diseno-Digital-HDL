[design.v]
module And1(
    input clk,
    input rst,
    output Q1,
    output Q2
    );
	 wire [18:0] Cout;
 Cont Refresh(clk, rst, Cout);
 assign an1=(Cout==1),
		an12=(Cout==120000),
		an2=(Cout==240000),
		an21=(Cout==360000);
 FFT FFTX(clk, rst, {an1 | an12}, Q1);
 FFT FFTY(clk, rst, {an2 | an21}, Q2);
endmodule
`timescale 1ns / 1ps
module display(in,out);
input [3:0] in;
output [6:0] out;
	assign out = (in==4'd0)? 7'b1000000:
					 (in==4'd1)? 7'b1111001:
					 (in==4'd2)? 7'b0100100:
					 (in==4'd3)? 7'b0110000:
					 (in==4'd4)? 7'b0011001:
					 (in==4'd5)? 7'b0010010:
					 (in==4'd6)? 7'b0000010:
					 (in==4'd7)? 7'b1111000:
					 (in==4'd8)? 7'b0000000:
					 (in==4'd9)? 7'b0011000: 
					 (in==4'd10)? 7'b1000000:
					 (in==4'd11)? 7'b1111001:
					 (in==4'd12)? 7'b0100100:
					 (in==4'd13)? 7'b0110000:
					 (in==4'd14)? 7'b0011001:
					 (in==4'd15)? 7'b0010010:7'b1111111;
endmodule
`timescale 1ns / 1ps
module Decoder(INgray,OUTbinario);
	input [3:0] INgray;
	output reg [3:0] OUTbinario;
	always @(INgray)
		case (INgray)
			4'b0000: OUTbinario=4'b0000;
			4'b0001: OUTbinario=4'b0001;
			4'b0011: OUTbinario=4'b0010;
			4'b0010: OUTbinario=4'b0011;
			4'b0110: OUTbinario=4'b0100;
			4'b0111: OUTbinario=4'b0101;
			4'b0101: OUTbinario=4'b0110;
			4'b0100: OUTbinario=4'b0111;
			4'b1100: OUTbinario=4'b1000;
			4'b1101: OUTbinario=4'b1001;
			4'b1111: OUTbinario=4'b1010;
			4'b1110: OUTbinario=4'b1011;
			4'b1010: OUTbinario=4'b1100;
			4'b1011: OUTbinario=4'b1101;
			4'b1001: OUTbinario=4'b1110;
			4'b1000: OUTbinario=4'b1111;
		endcase
endmodule
module FFT(clk, rst, T, Q);
	input clk, rst, T; 
	output reg Q;  
  always @ (posedge clk or posedge rst) 
    if (rst)  
      Q = 1;  
    else if (T)  
      Q = ~Q;  
    else  
      Q = Q;  
endmodule
`timescale 1ns / 1ps
module MUX2a1(A, B, sel, Y);
input sel;
input [6:0] A, B;
output reg [6:0] Y;
always @(sel or A or B)
	begin
	case (sel)
		1'b0 : Y=A;
		1'b1 : Y=B;
	endcase
	end
endmodule
module RefreshCounte500ms(clk, rst, Q);
	input wire clk, rst;
	output reg Q;
	reg [24:0] Cout;
always@(posedge clk or posedge rst)
		if(rst)
		begin 
			Cout = 25'd0;
			Q = 1'b0;
		end
		else if(Cout == 25'd25000000)
		begin 
			Cout = 25'd0;
			Q = 1'b1;
		end
		else 
		begin 
			Cout = Cout + 25'd1;
			Q = 1'b0;
		end
endmodule
module Cont(clk, rst, Cout);
	input wire clk, rst;
	output reg[18:0] Cout;
always@(posedge clk or posedge rst)
		if(rst) begin
			Cout = 19'd0;
		end
		else if (Cout == 19'd480000) begin
			Cout = 19'd0;
		end
		else begin 
			Cout = Cout + 19'd1;
		end
endmodule
`timescale 1ns / 1ps
module registro(clk, rst, load, Data_in, Data_out);
 input clk, rst, load;
 input [3:0] Data_in;
 output reg [3:0] Data_out;
 always @(posedge clk or posedge rst)
	if (rst)
		Data_out = 0;
	else if (load)
		Data_out = Data_in;
	else 
		Data_out = Data_out;
endmodule
module Top(clk, rst, Data_in, outDisplay, OUTbinario, Q1, Q2, an3, an4);
	input clk, rst;
	input [3:0] Data_in;
	output wire Q1, Q2, an3, an4;
	output wire [6:0] outDisplay;
	output wire [3:0] OUTbinario;
	wire [3:0] INgray;
	wire [6:0] A, B;
	wire Q;
	Decoder DecoGray_Binario(INgray,OUTbinario);
	registro Registro_Entrada(clk, rst, Q, Data_in, INgray);
	display codeDisplay0(OUTbinario,A);
	display1 codeDisplay1(OUTbinario,B);
	And1 refresh (clk, rst, Q1, Q2);
	MUX2a1 multiplexor(A, B, ~Q2, outDisplay);
	RefreshCounte500ms RefreshCounte500ms(clk, rst, Q);
	assign an3 = 1'b1;
	assign an4 = 1'b1;
endmodule
`timescale 1ns / 1ps
module display1(in,out);
input [3:0] in;
output [6:0] out;
	assign out = (in==4'd0)? 7'b1000000:
					 (in==4'd1)? 7'b1000000:
					 (in==4'd2)? 7'b1000000:
					 (in==4'd3)? 7'b1000000:
					 (in==4'd4)? 7'b1000000:
					 (in==4'd5)? 7'b1000000:
					 (in==4'd6)? 7'b1000000:
					 (in==4'd7)? 7'b1000000:
					 (in==4'd8)? 7'b1000000:
					 (in==4'd9)? 7'b1000000: 
					 (in==4'd10)? 7'b1111001:
					 (in==4'd11)? 7'b1111001:
					 (in==4'd12)? 7'b1111001:
					 (in==4'd13)? 7'b1111001:
					 (in==4'd14)? 7'b1111001:
					 (in==4'd15)? 7'b1111001:7'b1111111;
endmodule
[run.sh]
#!/bin/bash
# OpenROAD 26Q1-2900-gdf79404cd8, Yosys 0.63+post, stock flow scripts
make -C /OpenROAD-flow-scripts/flow DESIGN_CONFIG=/design/flow/config.mk WORK_HOME=/design/flow/orfs finish
[config.mk]
export PLATFORM = sky130hd
export DESIGN_NAME = Top
export DESIGN_NICKNAME = Top
export VERILOG_FILES = /design/flow/design.v
export SDC_FILE = /design/flow/constraint.sdc
export NUM_CORES = 4
export LEC_CHECK = 1
export CORE_UTILIZATION = 30
[constraint.sdc]
current_design Top

set clk_period 3.9
set clk_io_pct 0.2

create_clock -name clk0 -period $clk_period [get_ports {clk}]

set non_clock_inputs [all_inputs -no_clocks]
set_input_delay [expr $clk_period * $clk_io_pct] -clock clk0 $non_clock_inputs
set_output_delay [expr $clk_period * $clk_io_pct] -clock clk0 [all_outputs]
==> Flow_metrics.wiki <==
== Flow metrics ==
{| class="wikitable"
! Metric !! Value
|-
| Vert. Die Dim || 100.1 um
|-
| CTS Hold Buffers Added || 0
|-
| Cell types with the largest area share after synthesis || sky130_fd_sc_hd__dfrtp_1 (42%), sky130_fd_sc_hd__xnor2_1 (7.3%), sky130_fd_sc_hd__nor2_1 (5.3%)
|-
| Number of antenna diodes || 0
|-
| Leak Pwr || 0.001333 uW
|-
| Unique cell type count in the Yosys netlist || 45
|-
| Number of buffers between clock root and the deepest sink || 2
|-
| Logic depth of the worst register-to-register path || 6
|-
| Final cell count without fillers || 465
|-
| Number of warnings in the stage logs || 32
|-
| Register-to-register setup slack || 1.64 ns
|-
| Placeable Area || 9284 um2
|-
| Placed insts || 457
|-
| Max-slew violation count || 0
|-
| Share of layout cells above drive strength 1 || 0.05952
|-
| Final setup slack of the worst path || 0.3661 ns
|-
| First-pass GRT wire length || 9.742 mm
|-
| Core utilization of the finished layout || 0.3526
|-
| Most common cell in the netlist || sky130_fd_sc_hd__dfrtp_1
|-
| Pin count of the biggest net entering global routing || 41
|-
| Areal power density over the cells || 255.2 nW/um2
|-
| Min cycle time layout || 3.534 ns
|-
| Total number of vias || 2248
|-
| Floorplan utilization || 0.3108
|-
| Setup Buffers After CTS || 0
|-
| HPWL reported at the end of detailed placement || 3.852 mm
|-
| Ratio of routed vias to standard cells || 4.834
|-
| Number of cells upsized or downsized after cts || 0
|-
| Tightest slew margin relative to the limit || 0.5096
|-
| DR WL/cell || 11.66 um
|-
| Vias in the first global route || 2070
|-
| Final number of hold-violating endpoints || 0
|-
| Number of top-level pins || 21
|-
| CTS H-tree lvls || 2
|-
| Synthesis-to-finish area growth || 13.44%
|-
| Count of input and output buffers || 18
|-
| CP Data Arrival Time || 2.75 ns
|-
| Startpoint Class || flip-flop
|-
| Top cells by instance count after synthesis || sky130_fd_sc_hd__dfrtp_1 (49), sky130_fd_sc_hd__nor2_1 (41), sky130_fd_sc_hd__nand2_1 (32)
|-
| First-pass detailed-route iteration total || 4
|-
| Root buffer cell || sky130_fd_sc_hd__clkbuf_8
|-
| Gate count after technology mapping || 319
|-
| Syn avg cell area || 9.045 um2
|-
| Dominant register cell in the synthesized netlist || sky130_fd_sc_hd__dfrtp_1
|-
| Clock-pin slew reported for the worst setup and hold paths after clock tree synthesis || 0.10 ns
|-
| Chip Area, Yosys || 2885 um2
|-
| Iteration-0 DRC Markers || 129
|-
| Remaining antenna violation count || 0
|-
| Sequential-to-total area share from yosys stat || 0.4432
|-
| Number of setup violations in the final report || 0
|-
| Peak ir drop on the vdd network || 0.1300 mV
|-
| Largest area contributor in the synthesized netlist || sky130_fd_sc_hd__dfrtp_1
|-
| Worst-case hold path end point || RefreshCounte500ms.Cout[23]$_DFF_PP0_
|-
| Status || completed
|-
| Chip area || 10010 um2
|-
| Max-cap viol count || 0
|-
| Global-route usage over all layers || 0.1201
|-
| Critical register-to-register path endpoint || RefreshCounte500ms.Cout[24]$_DFF_PP0_
|-
| Standard-cell row count || 35
|-
| Worst Setup Slack post-DPL || 0.6946 ns
|-
| Clock latency at the later pin of the worst-skew pair || 0.30 ns
|-
| Element type at the critical path end || primary output
|-
| Setup TNS after final layout || 0 ns
|-
| Post-synth tally of flip-flops with integrated enable || 0
|-
| Count of warnings emitted by yosys || 10
|-
| R2r startpoint || RefreshCounte500ms.Cout[0]$_DFF_PP0_
|-
| CP Data Required Time || 3.12 ns
|-
| Hold_sp || RefreshCounte500ms.Cout[23]$_DFF_PP0_
|-
| Routed WL || 5.421 mm
|-
| Clock Sinks || 51
|-
| Setup repair after global routing missed its margin || no
|-
| DRC violation count after routing || 0
|-
| Maximum clock rate || 283.0 MHz
|-
| Max-area cell share || 0.4250
|-
| Worst hold path class || reg2reg
|-
| Final weighted congestion in routability-driven placement || 0.8796
|-
| Final worst clock skew || 0.01546 ns
|-
| Crit path kind || reg2out
|-
| Die extent in x || 100.1 um
|-
| Total of flip-flops plus latches after synthesis || 51
|-
| Cell count listed in synth_stat.txt || 319
|-
| Largest fanout on the critical path || 11
|-
| Slew of the pin with the lowest slew margin || 0.7289 ns
|-
| Power after layout || 835.3 uW
|-
| Global route total overflow || 0
|-
| Ratio of final minimum period to clock period || 0.9061
|-
| Number of buffers created by CTS || 5
|-
| Area of the mapped netlist || 2885 um2
|-
| Async SR Flop Fraction || 1.000
|-
| Number of antenna violations at the first check in global routing || 0
|-
| Hold Crit Depth || 1
|-
| TritonCTS clock tree || built
|}
## critical path, cell delays in order (launching register included)
cell                              delay [ns]
sky130_fd_sc_hd__dfrtp_1                0.47
sky130_fd_sc_hd__xnor3_1                0.63
sky130_fd_sc_hd__clkinv_1               0.28
sky130_fd_sc_hd__or3_1                  0.35
sky130_fd_sc_hd__o21ai_0                0.07
sky130_fd_sc_hd__a31oi_1                0.09
sky130_fd_sc_hd__o21ai_0                0.09
sky130_fd_sc_hd__clkdlybuf4s50_1        0.47
## metal layers
metal,share of wire,up-vias,global-route usage
li1,-,1139,-
met4,0.0074,0,0.01449
met2,0.43,60,0.1836
met1,0.52,1047,0.1952
met3,0.042,2,0.01275
met5,0,-,0
## power breakdown
| group | internal, uW | total [uW] | switching [uW] |
|---|---|---|---|
| combinational | 5.11 | 16.1 | 11.0 |
| clock | 123 | 291 | 168 |
| sequential | 528 | 528 | 0 |
## final cells by class
class                           count  area, um2
Fill cell                         973       6011
Multi-Input combinational cell    239       1479
Sequential cell                    51       1279
Timing Repair Buffer               22      210.2
Tap cell                          129      161.4
Clock buffer                        5      68.82
Inverter                           16      60.06
Clock inverter                      3      15.01
## through the flow
| step | cell area, um2 | hold slack [ns] |
|---|---|---|
| finish | 3273 | 0.5185 |
| CTS | 3273 | 0.5197 |
| floorplan | 2889 | 0.4590 |
| global route | 3273 | 0.5286 |
| global placement | 3189 | 0.5058 |
| detailed placement | 3189 | 0.5076 |
## registers in the layout (all words and copies together), names as in the netlist
signal,flops
Registro_Entrada.Data_out,4
refresh.FFTX.Q,1
RefreshCounte500ms.Cout,25
RefreshCounte500ms.Q,1
refresh.FFTY.Q,1
refresh.Refresh.Cout,19
## cell usage in the layout, fill, tap and decap left out, drive strengths merged, types with 5 or more instances in the layout
cell	instances
dfrtp	49
nor2	41
nand2	32
xnor2	24
nand3	21
clkdlybuf4s50	18
nand4	18
inv	15
o21ai	14
xor2	13
ha	10
nor3	8
a21oi	8
nor4	7
clkbuf	5
## how the worst max path moves through the flow
stage,start,endpoint,cells past startpoint
final,Registro_Entrada.Data_out[3]$_DFFE_PP0P_,outDisplay[3],7
after global routing,Registro_Entrada.Data_out[3]$_DFFE_PP0P_,outDisplay[4],6
after CTS,Registro_Entrada.Data_out[3]$_DFFE_PP0P_,outDisplay[3],7
## cell families after synthesis
| logic type | synth area share |
|---|---|
| adder cells (fa/ha/maj) | 0.04337 |
| XOR/XNOR | 0.1201 |
| AND-OR/OR-AND | 0.08673 |
| other | 0.001300 |
| AND/OR/NAND/NOR | 0.2598 |
| buffers and inverters | 0.04553 |
| flip-flops | 0.4432 |
No activity file was given, so power comes from the tool's default toggle rates.
